### flow/design.v
module milestone1(input[3:0]SW,input[1:0]KEY,input CLOCK_50, output[6:0]HEX0,HEX1,HEX3,HEX4);
wire [6:0] message;
wire [6:0] address;
wire wr;
writeMemory c1(.clk(CLOCK_50),
					.resetn(KEY[0]),
					.wr(wr),
					.address(address),
					.q1(message)
					);
main m1(.color1(SW[0]),
			.color2(SW[0]),
			.numbers(SW[3:0]),
			.clk(CLOCK_50),
			.resetn(KEY[0]),
			.go(~KEY[1]),
			.message(address)
			);
hex_decoder h1(.hex_digit({3'b000,SW[0]}),
					.segments(HEX4)
					);
hex_decoder h2(.hex_digit(SW[3:0]),
					.segments(HEX3)
					);
hex_decoder h3(.hex_digit({1'b0,message[6:4]}),
					.segments(HEX1)
					);
hex_decoder h4(.hex_digit(message[3:0]),
					.segments(HEX0)
					);
endmodule
module main(input color1,color2,
			input[3:0]numbers,
			input clk,resetn,go,
			output[6:0] message);
wire ld_color1,ld_color2,ld_number,ld_r;
wire[5:0]pattern;
control C1(.clk(clk),
				.resetn(resetn),
				.go(go),
				.ld_color1(ld_color1),
				.ld_color2(ld_color2),
				.ld_number(ld_number),
				.ld_r(ld_r)
				);
datapath d1(.color1(color1),
				.color2(color2),
				.numbers(numbers),
				.clk(clk),
				.resetn(resetn),
				.ld_color1(ld_color1),
				.ld_color2(ld_color2),
				.ld_number(ld_number),
				.ld_r(ld_r),
				.pattern(pattern)
				);
representation r(.pattern(pattern),
						.message(message)
						);
endmodule
module control(input clk,
    input resetn,
    input go,
    output reg  ld_color1, ld_color2, ld_number, ld_r
    );
	reg [5:0] current_state, next_state; 
	 localparam  S_LOAD_C1        = 5'd0,
                S_LOAD_C1_WAIT   = 5'd1,
                S_LOAD_N        = 5'd2,
                S_LOAD_N_WAIT   = 5'd3,
                S_LOAD_C2        = 5'd4,
                S_LOAD_C2_WAIT   = 5'd5,                
					 S_DISPLAY		   =5'd6;
    always@(*)
    begin: state_table 
            case (current_state)
                S_LOAD_C1: next_state = go ? S_LOAD_C1_WAIT : S_LOAD_C1;  
                S_LOAD_C1_WAIT: next_state = go ? S_LOAD_C1_WAIT : S_LOAD_N;  
                S_LOAD_N: next_state = go ? S_LOAD_N_WAIT : S_LOAD_N;  
                S_LOAD_N_WAIT: next_state = go ? S_LOAD_N_WAIT : S_LOAD_C2;  
                S_LOAD_C2: next_state = go ? S_LOAD_C2_WAIT : S_LOAD_C2;  
                S_LOAD_C2_WAIT: next_state = go ? S_LOAD_C2_WAIT : S_DISPLAY;  
                S_DISPLAY: next_state =  S_LOAD_C1;
				default:     next_state = S_LOAD_C1;
        endcase
    end  
    always @(*)
    begin: enable_signals
        ld_color1 = 1'b0;
        ld_color2 = 1'b0;
        ld_number = 1'b0;
         ld_r = 1'b0;
        case (current_state)
            S_LOAD_C1: begin
                ld_color1 = 1'b1;
                end
            S_LOAD_C2: begin
                ld_color2 = 1'b1;
                end
            S_LOAD_N: begin
                ld_number = 1'b1;
                end
				S_DISPLAY: begin
               ld_r=1'b1;
            end
        endcase
    end  
    always@(posedge clk)
    begin: state_FFs
        if(!resetn)
            current_state <= S_LOAD_C1;
        else
            current_state <= next_state;
    end  
endmodule
module datapath(input color1,color2,input[3:0]numbers,
	input clk,
    input resetn, 
    input ld_color1, ld_color2, ld_number,
    input ld_r,
    output reg [5:0] pattern);
	 reg c1,c2;
	 reg [3:0]num;
	 always@(posedge clk) begin
        if(!resetn) begin
            c1 <= 1'b0; 
            c2 <= 1'b0; 
            num <= 4'd0; 
        end
        else begin
            if(ld_color1)
                c1 <= color1;
            if(ld_color2)
               c2<=color2;
            if(ld_number)
                num <= numbers;
        end
    end
    always@(posedge clk) begin
        if(!resetn) begin
            pattern <= 6'd0; 
        end
        else 
            if(ld_r)
                pattern <= {c1,num,c2};
    end
endmodule
module hex_decoder(hex_digit, segments);
    input [3:0] hex_digit;
    output reg [6:0] segments;
    always @(*)
        case (hex_digit)
            4'h0: segments = 7'b100_0000;
            4'h1: segments = 7'b111_1001;
            4'h2: segments = 7'b010_0100;
            4'h3: segments = 7'b011_0000;
            4'h4: segments = 7'b001_1001;
            4'h5: segments = 7'b001_0010;
            4'h6: segments = 7'b000_0010;
            4'h7: segments = 7'b111_1000;
            4'h8: segments = 7'b000_0000;
            4'h9: segments = 7'b001_1000;
            4'hA: segments = 7'b000_1000;
            4'hB: segments = 7'b000_0011;
            4'hC: segments = 7'b100_0110;
            4'hD: segments = 7'b010_0001;
            4'hE: segments = 7'b000_0110;
            4'hF: segments = 7'b000_1110;
            default: segments = 7'h7f;
        endcase
endmodule
module representation(input [5:0] pattern, output reg [6:0] message);
    always @(*)
        case (pattern)
            6'b000000: message = 7'd0;
            6'b000010: message = 7'd1;
            6'b000100: message = 7'd2;
            6'b000110: message = 7'd3;
            6'b001000: message = 7'd4;
            6'b001010: message = 7'd5;
            6'b001100: message = 7'd6;
            6'b001110: message = 7'd7;
            6'b010000: message = 7'd8;
            6'b010010: message = 7'd9;
            6'b000001: message = 7'd10;
            6'b000011: message = 7'd11;
            6'b000101: message = 7'd12;
            6'b000111: message = 7'd13;
            6'b001001: message = 7'd14;
            6'b001011: message = 7'd15;
            6'b001101: message = 7'd16;
            6'b001111: message = 7'd17;
            6'b010001: message = 7'd18;
            6'b010011: message = 7'd19;
            6'b100000: message = 7'd20;
            6'b100010: message = 7'd21;
            6'b100100: message = 7'd22;
            6'b100110: message = 7'd23;
            6'b101000: message = 7'd24;
            6'b101010: message = 7'd25;
            6'b101100: message = 7'd26;
            6'b101110: message = 7'd27;
            6'b110000: message = 7'd28;
            6'b110010: message = 7'd29;
            6'b100001: message = 7'd30;
            6'b100011: message = 7'd31;
            6'b100101: message = 7'd32;
            6'b100111: message = 7'd33;
            6'b101001: message = 7'd34;
            6'b101011: message = 7'd35;
            6'b101101: message = 7'd36;
            6'b101111: message = 7'd37;
            6'b110001: message = 7'd38;
            6'b110011: message = 7'd39;
            default: message = 7'b0000000;
        endcase
endmodule
### flow/run.sh
#!/bin/bash
# OpenROAD 26Q1-2900-gdf79404cd8, Yosys 0.63+post, stock flow scripts
make -C /OpenROAD-flow-scripts/flow DESIGN_CONFIG=/design/flow/config.mk WORK_HOME=/design/flow/orfs finish
### flow/config.mk
export PLATFORM = sky130hd
export DESIGN_NAME = main
export DESIGN_NICKNAME = main
export VERILOG_FILES = /design/flow/design.v
export SDC_FILE = /design/flow/constraint.sdc
export NUM_CORES = 4
export LEC_CHECK = 1
export CORE_AREA = 10 10 83 83
export DIE_AREA = 0 0 93 93
### flow/constraint.sdc
current_design main

set clk_period 3.6
set clk_io_pct 0.2

create_clock -name clk0 -period $clk_period [get_ports {clk}]

set non_clock_inputs [all_inputs -no_clocks]
set_input_delay [expr $clk_period * $clk_io_pct] -clock clk0 $non_clock_inputs
set_output_delay [expr $clk_period * $clk_io_pct] -clock clk0 [all_outputs]
==> results.cfg <==
; physical design summary
[run_status]
outcome = completed

[logic_synthesis]
ff_type = dfxtp_1
syn-cell-area_mm2 = 0.001172
yosysWarnings = 3
post-synth-top-area-fraction = 0.4269
ys_cells = 124
avgSynthCellArea_um2 = 9.455
ys_seq_frac = 0.4269
ys_types = 38
edf_count = 0
synthArstFlopShare = 0
ys_chip_area_mm2 = 0.001172
top_area_cell = dfxtp_1
synth_flops = 25
synthCells = 124
area_leaders = dfxtp_1, mux2i_1, ha_1, nor2b_1, nor2_1

[cts]
clkSinkCount = 25
clk_latency_ns = 0.27
cts_resized = 0
cts_buffers = 3
h-tree-depth = 1
clk_pin_slew_ns = 0.08
root_buffer = clkbuf_8
cts_tree = built
cts_setup_buffers = 0
clk_path_buf_depth = 2
cts_hold_buf = 0

[drt]
vias_per_cell = 3.932
via_count = 810
wl_per_cell_um = 11.19
drt_wl_total_um = 2306
drtIter0Drc = 53
antenna_left = 0
drc = 0
firstDrtPassIters = 4
diodes = 0

[min_path]
worstHoldPathType = register to register

[die]
rows = 26
fp.dieH_um = 93
core_util_floorplan = 0.2281
die-area_mm2 = 0.008649
die-width_um = 93
core_mm2 = 0.005140
ios = 16

[critical_path]
crit_path_max_fanout = 13
crit_buf_inv = 2
required_ns = 3.80
crit_arrival_ns = 2.61
crit_chain = clkdlybuf4s50_1, nand2_1, inv_1, ha_1, a21oi_1, or3b_1, o211ai_2
end_kind = register
crit_family = buffers and inverters
cp-start-kind = input port
cpMaxStageDelayCell = clkdlybuf4s50_1
crit_path_max_incr_delay_ns = 0.76
criticalPathCategory = input port to register

[global_route]
grt.met1_usage = 0.07365
antenna_found_initial = 0
use_met2 = 0.08645
overflow = 0
track_usage = 0.05380
grt_busiest_layer = met2
grt_max_degree = 19
grt_pass1_vias = 815
grt.met3_usage = 0.01131
grt_pass1_wl_um = 3926

[power_and_ir_drop]
leakage_nw = 0.5809
power_density_mw_per_mm2 = 335.9
peakVddDrop_v = 0.0001459
p_total_mw = 0.4740

[sta]
clock_skew_ns = 0.003265
tightest_slew_ns = 0.6451
holdWs_ns = 0.4677
period_used_share = 0.6701
maxSlewViolCount = 0
relSlewSlack = 0.5694
tns_ns = 0
fmax_mhz = 414.5
fin_crit_ns = 2.413
hold_viol = 0
rsz0062_at_grt = false
setup_violations = 0

[finish]
areaGrowthSynthToFinish_pct = 20.38
fin_cells = 206
drive_gt1_frac = 0.1103
final_core_util = 0.2746

[place]
gp_congestion = 0.7804
hpwl_um = 1771
placed_cells = 202
port_buffers = 14

[job]
maxCapViolCount = 0
warnings = 29
==> stage by stage <==
stage / area (um2) / setup slack [ns]
after floorplan: 1172 / 1.776
after global placement: 1366 / 0.9692
after detailed placement: 1366 / 0.9403
after CTS: 1411 / 1.201
after global routing: 1411 / 1.042
final: 1411 / 1.187
==> routing by layer <==
layer  up-vias  wire length [um]
li1        438                 -
met2        11              1045
met5         -                 0
met4         0                29
met3         4                81
met1       357              1150
==> layout by cell type (no fill, tap or decap), types with 2 or more instances in the layout <==
master           count
dfxtp_1             25
clkdlybuf4s50_1     14
nor2_1              12
mux2i_1             11
nand2_1             10
nor2b_1              8
inv_1                7
a21oi_1              5
ha_1                 5
mux2_2               3
clkbuf_8             3
mux2_4               2
nand2_2              2
nand3_1              2
and3_1               2
xnor2_1              2
o22ai_1              2
==> path summary, 6_finish.rpt <==
kind | endpoint | cells past startpoint | startpoint | slack [ns]
hold reg to reg | C1.current_state[5] | 2 | C1.current_state[5] | 0.47
setup reg to reg | message[3] | 6 | C1.current_state[3] | 1.47
hold / removal | C1.current_state[5] | 2 | C1.current_state[5] | 0.47
setup / recovery | message[4] | 7 | resetn | 1.19
==> state kept, by name (all words and copies together) (netlist names) <==
name	cells
message	6
d1.pattern	6
d1.c2	1
d1.c1	1
C1.current_state	7
d1.num	4
==> cells in the mapped netlist (2+ instances only) <==
| cell type | count |
|---|---|
| nor2b_1 | 8 |
| nor2_1 | 12 |
| clkbuf_1 | 2 |
| ha_1 | 5 |
| nand2_2 | 2 |
| a21oi_1 | 5 |
| mux2i_1 | 11 |
| xnor2_1 | 2 |
| nand2_1 | 10 |
| o22ai_1 | 2 |
| and3_1 | 2 |
| inv_1 | 7 |
| mux2_4 | 2 |
| buf_2 | 3 |
| dfxtp_1 | 25 |
| mux2_2 | 3 |
| nand3_1 | 2 |
==> final cells by class <==
cell class | instances | area [um2]
fill | 571 | 3729
multi-input combinational | 84 | 600.6
sequential | 25 | 500.5
timing repair buffer | 15 | 147.6
tap | 70 | 87.58
clock buffer | 4 | 45.04
inverter | 8 | 30.03
==> worst min-delay path, delay by kind of cell, from the launching register on <==
kind             cells  cell delay (ns)
flip-flops           1             0.33
AND/OR/NAND/NOR      2             0.11
==> where the power goes <==
part	internal, mW	switching, mW
Combinational	0.0149	0.00966
Clock	0.0791	0.0854
Sequential	0.280	0.00464
Total	0.374	0.0997
==> kinds of logic after synthesis <==
family	after synthesis	share of synthesized area
AND/OR/NAND/NOR	45	0.2017
flip-flops	25	0.4269
multiplexers	16	0.1483
AND-OR/OR-AND	15	0.09071
buffers and inverters	15	0.06083
adder cells (fa/ha/maj)	5	0.05336
XOR/XNOR	2	0.01494
other	1	0.003199
Power is estimated from default activity; no workload was simulated.
