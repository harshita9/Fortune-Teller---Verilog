**./constraint.sdc**
```tcl
current_design hex_decoder

set clk_period 1.0
set clk_io_pct 0.2

create_clock -name clk0 -period $clk_period

set non_clock_inputs [all_inputs -no_clocks]
set_input_delay [expr $clk_period * $clk_io_pct] -clock clk0 $non_clock_inputs
set_output_delay [expr $clk_period * $clk_io_pct] -clock clk0 [all_outputs]
```
**./run.sh**
```bash
#!/bin/bash
# OpenROAD 26Q1-2900-gdf79404cd8, Yosys 0.63+post, stock flow scripts
make -C /OpenROAD-flow-scripts/flow DESIGN_CONFIG=/design/flow/config.mk WORK_HOME=/design/flow/orfs finish
```
**./config.mk**
```make
export PLATFORM = sky130hd
export DESIGN_NAME = hex_decoder
export DESIGN_NICKNAME = hex_decoder
export VERILOG_FILES = /design/flow/design.v
export SDC_FILE = /design/flow/constraint.sdc
export NUM_CORES = 4
export LEC_CHECK = 1
export CORE_AREA = 10 10 70 70
export DIE_AREA = 0 0 80 80
```
**./design.v**
```verilog
module milestone1(input[3:0]SW,input[1:0]KEY,input CLOCK_50, output[6:0]HEX0,HEX1,HEX3,HEX4);
wire [6:0] message;
wire [6:0] address;
wire wr;
writeMemory c1(.clk(CLOCK_50),
					.resetn(KEY[0]),
					.wr(wr),
					.address(address),
					.q1(message)
					);
main m1(.color1(SW[0]),
			.color2(SW[0]),
			.numbers(SW[3:0]),
			.clk(CLOCK_50),
			.resetn(KEY[0]),
			.go(~KEY[1]),
			.message(address)
			);
hex_decoder h1(.hex_digit({3'b000,SW[0]}),
					.segments(HEX4)
					);
hex_decoder h2(.hex_digit(SW[3:0]),
					.segments(HEX3)
					);
hex_decoder h3(.hex_digit({1'b0,message[6:4]}),
					.segments(HEX1)
					);
hex_decoder h4(.hex_digit(message[3:0]),
					.segments(HEX0)
					);
endmodule
module main(input color1,color2,
			input[3:0]numbers,
			input clk,resetn,go,
			output[6:0] message);
wire ld_color1,ld_color2,ld_number,ld_r;
wire[5:0]pattern;
control C1(.clk(clk),
				.resetn(resetn),
				.go(go),
				.ld_color1(ld_color1),
				.ld_color2(ld_color2),
				.ld_number(ld_number),
				.ld_r(ld_r)
				);
datapath d1(.color1(color1),
				.color2(color2),
				.numbers(numbers),
				.clk(clk),
				.resetn(resetn),
				.ld_color1(ld_color1),
				.ld_color2(ld_color2),
				.ld_number(ld_number),
				.ld_r(ld_r),
				.pattern(pattern)
				);
representation r(.pattern(pattern),
						.message(message)
						);
endmodule
module control(input clk,
    input resetn,
    input go,
    output reg  ld_color1, ld_color2, ld_number, ld_r
    );
	reg [5:0] current_state, next_state; 
	 localparam  S_LOAD_C1        = 5'd0,
                S_LOAD_C1_WAIT   = 5'd1,
                S_LOAD_N        = 5'd2,
                S_LOAD_N_WAIT   = 5'd3,
                S_LOAD_C2        = 5'd4,
                S_LOAD_C2_WAIT   = 5'd5,                
					 S_DISPLAY		   =5'd6;
    always@(*)
    begin: state_table 
            case (current_state)
                S_LOAD_C1: next_state = go ? S_LOAD_C1_WAIT : S_LOAD_C1;  
                S_LOAD_C1_WAIT: next_state = go ? S_LOAD_C1_WAIT : S_LOAD_N;  
                S_LOAD_N: next_state = go ? S_LOAD_N_WAIT : S_LOAD_N;  
                S_LOAD_N_WAIT: next_state = go ? S_LOAD_N_WAIT : S_LOAD_C2;  
                S_LOAD_C2: next_state = go ? S_LOAD_C2_WAIT : S_LOAD_C2;  
                S_LOAD_C2_WAIT: next_state = go ? S_LOAD_C2_WAIT : S_DISPLAY;  
                S_DISPLAY: next_state =  S_LOAD_C1;
				default:     next_state = S_LOAD_C1;
        endcase
    end  
    always @(*)
    begin: enable_signals
        ld_color1 = 1'b0;
        ld_color2 = 1'b0;
        ld_number = 1'b0;
         ld_r = 1'b0;
        case (current_state)
            S_LOAD_C1: begin
                ld_color1 = 1'b1;
                end
            S_LOAD_C2: begin
                ld_color2 = 1'b1;
                end
            S_LOAD_N: begin
                ld_number = 1'b1;
                end
				S_DISPLAY: begin
               ld_r=1'b1;
            end
        endcase
    end  
    always@(posedge clk)
    begin: state_FFs
        if(!resetn)
            current_state <= S_LOAD_C1;
        else
            current_state <= next_state;
    end  
endmodule
module datapath(input color1,color2,input[3:0]numbers,
	input clk,
    input resetn, 
    input ld_color1, ld_color2, ld_number,
    input ld_r,
    output reg [5:0] pattern);
	 reg c1,c2;
	 reg [3:0]num;
	 always@(posedge clk) begin
        if(!resetn) begin
            c1 <= 1'b0; 
            c2 <= 1'b0; 
            num <= 4'd0; 
        end
        else begin
            if(ld_color1)
                c1 <= color1;
            if(ld_color2)
               c2<=color2;
            if(ld_number)
                num <= numbers;
        end
    end
    always@(posedge clk) begin
        if(!resetn) begin
            pattern <= 6'd0; 
        end
        else 
            if(ld_r)
                pattern <= {c1,num,c2};
    end
endmodule
module hex_decoder(hex_digit, segments);
    input [3:0] hex_digit;
    output reg [6:0] segments;
    always @(*)
        case (hex_digit)
            4'h0: segments = 7'b100_0000;
            4'h1: segments = 7'b111_1001;
            4'h2: segments = 7'b010_0100;
            4'h3: segments = 7'b011_0000;
            4'h4: segments = 7'b001_1001;
            4'h5: segments = 7'b001_0010;
            4'h6: segments = 7'b000_0010;
            4'h7: segments = 7'b111_1000;
            4'h8: segments = 7'b000_0000;
            4'h9: segments = 7'b001_1000;
            4'hA: segments = 7'b000_1000;
            4'hB: segments = 7'b000_0011;
            4'hC: segments = 7'b100_0110;
            4'hD: segments = 7'b010_0001;
            4'hE: segments = 7'b000_0110;
            4'hF: segments = 7'b000_1110;
            default: segments = 7'h7f;
        endcase
endmodule
```
==> results.tsv <==
metric	value	unit
remaining antenna violation count	0	
Slowest Stage Delay on Critical Path	0.34	ns
clock buffer count	0	
IO Pins	11	
placed insts	94	
Placed Area	500	µm²
hold_buf cts	0	
Max transition margin	88.8	%
Top area cell types	ha_1 (29%), mux2i_1 (12%), a22o_1 (6.9%)	
clock share of power	0	%
top layer in use	met4	
antenna cell count	0	
fin crit period	1.27	ns
tool warnings	39	
WHS Endpoint	segments[1]	
Switch Pwr	0.0000974	W
Worst path slowest cell	or3b_1	
WL met2	577	µm
crit path DRT	0.80	ns
global-route usage over all layers	2.93	%
Pwr Density	389	mW/mm²
Die Wd	80	µm
final WL	980	µm
FP Rows	21	
critical path endpoint category	primary output	
chip area in the Yosys report	255	µm²
Area Overhead vs Synth	131	%
Synth Seq Share	0	%
Final Cycle Share	127	%
Final Setup Violations	7	
chip area	0.00640	mm²
port bufs	11	
Post-synth top cells	ha_1 (6), inv_1 (3), mux2i_1 (3), nor2_1 (3), o21ai_0 (3)	
Register Area	0	µm²
flop count	0	
failing checks	setup timing	
Syn. warnings	1	
met3 WL	18	µm
cell count after synthesis	34	
Routability Congestion	0.817	
status	complete, but fails checks	
crit path kind	input port to primary output	
utilization after layout	17.3	%
fin cells	99	
FILL cells	393	
Final Hold Fails	0	
drt drc	0	
Worst Path Arrival	1.07	ns
met1 WL	364	µm
leakage	0.260	nW
layout cells sized above 1	69.8	%
Worst Setup Slack, final	-0.269	ns
post-route cell area	591	µm²
largest net degree at the start of global routing	9	
Critical Path Fanout Max	5	
initial antenna violation count	0	
Hold Crit Class	input port to primary output	
vias	310	
Slew @ Worst Pin	0.164	ns
Int Power	0.000132	W
core area	0.00342	mm²
Max-area cell share	29.4	%
Synth cell types	19	
worst setup path startpoint	hex_digit[1]	
min-delay src	hex_digit[1]	
first-pass GRT wire length	1580	µm
dominant cell type by area after synthesis	ha_1	
Worst setup SP type	input port	
most instantiated library cell after synthesis	ha_1	
routed vias/inst	3.13	
vias in the first global route	343	
yosys stat cell total	34	
Die Ht	80	µm
Post-Synthesis Mean Instance Area	7.51	µm²
Design Power	0.000230	W
Avg WL per Cell	9.90	µm
Comb pwr share	100.0	%
Comb gate area	318	µm²
DRT Pass-1 Iters	4	
detailed placement HPWL	673	µm
switching share of power	42.4	%
crit path cell chain	buf_12, inv_12, ha_4, nor2b_2, or3b_1, o21ai_1, buf_2	
synthesized area	255	µm²
FP Core Util	7.47	%
maximum vdd drop	0.0866	mV
Fmax	788	MHz
global route overflow	0	
final hold slack	0.753	ns
Hold Path Cell Cnt	3	
1st-iter DRT viols	8	
power share of the sequential group	0	%
Max Slew Vio Count	0	
unrepaired setup endpoints after global routing	yes	
max-cap viol count	0	
## cell families after synthesis
family                   after synthesis  share of synthesized area (%)
AND/OR/NAND/NOR                       10                           21.1
multiplexers                           4                           16.2
AND-OR/OR-AND                          9                           23.0
adder cells (fa/ha/maj)                6                           29.4
buffers and inverters                  5                           10.3
## timing repair
item	in CTS	in global routing
gates resized	53	11
setup buffers	5	2
setup endpoints to repair	7	7
pin swaps	10	7
hold endpoints to repair	0	0
## how the worst max path moves through the flow
stage / to / slack, ns / depth (start not counted)
CTS: segments[0] / -0.40 / 8
global route: segments[0] / -0.34 / 7
finish: segments[0] / -0.27 / 7
## cell type report
type	count	share of cell area, %
Multi-Input combinational cell	29	53.8
Timing Repair Buffer	21	31.6
Inverter	3	4.87
Tap cell	46	9.75
## per-layer routing
layer / vias up / GRT usage (%)
met5: - / 0
met4: 0 / 0.528
met3: 2 / 0.341
met2: 3 / 6.42
met1: 149 / 2.70
li1: 156 / -
## critical path, delay by kind of cell
family,cells,cell delay (ns)
AND-OR/OR-AND,1,0.07
buffers and inverters,3,0.28
AND/OR/NAND/NOR,2,0.38
adder cells (fa/ha/maj),1,0.14
## placed cells by master, fill, tap and decap left out, types with 2 or more instances in the layout
| cell | n |
|---|---|
| buf_2 | 7 |
| buf_6 | 5 |
| buf_4 | 5 |
| ha_4 | 4 |
| mux2i_1 | 3 |
| nor2_2 | 2 |
| nor2_1 | 2 |
| o21ai_1 | 2 |
| a22o_1 | 2 |
| buf_12 | 2 |
## through the flow
step	TNS [ns]	setup WS, ns
finish	-1.43	-0.269
global route	-1.79	-0.339
CTS	-2.20	-0.402
detailed placement	-7.45	-1.14
global placement	-7.38	-1.14
floorplan	0	0.00630
## power by group through the flow
stage / Combinational [W] / Sequential (W) / Clock, W
4_1_cts: 0.000214 / 0 / 0
5_1_grt: 0.000254 / 0 / 0
6_report: 0.000230 / 0 / 0
Power and IR drop assume default switching activity.
